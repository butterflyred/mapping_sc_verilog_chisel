[./config.mk]
export PLATFORM = sky130hd
export DESIGN_NAME = RealGCD
export DESIGN_NICKNAME = RealGCD
export VERILOG_FILES = /design/flow/design.v
export SDC_FILE = /design/flow/constraint.sdc
export NUM_CORES = 4
export LEC_CHECK = 1
export CORE_UTILIZATION = 50
[./design.v]
module RealGCD(
  input         clock,
  input         reset,
  output        io_in_ready,
  input         io_in_valid,
  input  [15:0] io_in_bits_a,
  input  [15:0] io_in_bits_b,
  output        io_out_valid,
  output [15:0] io_out_bits
);
  reg [15:0] a;
  reg [15:0] b;
  reg  busy;
  wire  allow_enter;
  wire  gt;
  wire [15:0] sub;
  assign allow_enter = io_in_valid & !busy;
  assign gt = a > b;
  assign sub = b - a;
  assign io_in_ready = !busy;
  assign io_out_valid = (b == 16'h0) & busy;
  assign io_out_bits = a;
  always @(posedge clock) begin
    if (reset) begin
      a <= 16'h0;
    end else begin
      if (io_out_valid) begin
        a <= 16'h0;
      end else begin
        if (busy) begin
          if (gt) begin
            a <= b;
          end else begin
            if (allow_enter) begin
              a <= io_in_bits_a;
            end
          end
        end else begin
          if (allow_enter) begin
            a <= io_in_bits_a;
          end
        end
      end
    end
    if (reset) begin
      b <= 16'h0;
    end else begin
      if (io_out_valid) begin
        b <= 16'h0;
      end else begin
        if (busy) begin
          if (gt) begin
            b <= a;
          end else begin
            b <= sub;
          end
        end else begin
          if (allow_enter) begin
            b <= io_in_bits_b;
          end
        end
      end
    end
    if (reset) begin
      busy <= 1'h0;
    end else begin
      if (io_out_valid) begin
        busy <= 1'h0;
      end else begin
        if (allow_enter) begin
          busy <= 1'h1;
        end
      end
    end
  end
endmodule
[./run.sh]
#!/bin/bash
# OpenROAD 26Q1-2900-gdf79404cd8, Yosys 0.63+post, stock flow scripts
make -C /OpenROAD-flow-scripts/flow DESIGN_CONFIG=/design/flow/config.mk WORK_HOME=/design/flow/orfs finish
[./constraint.sdc]
current_design RealGCD

set clk_period 7.5
set clk_io_pct 0.2

create_clock -name clk0 -period $clk_period [get_ports {clock}]

set non_clock_inputs [all_inputs -no_clocks]
set_input_delay [expr $clk_period * $clk_io_pct] -clock clk0 $non_clock_inputs
set_output_delay [expr $clk_period * $clk_io_pct] -clock clk0 [all_outputs]
==> ci_impl_report.md <==
## Synthesis and layout report

| Metric | Value |
|---|---|
| Chip Width | `74.4 µm` |
| P_int | `0.696 mW` |
| Psw | `0.652 mW` |
| Sequential share of power | `20.7%` |
| Relative slew slack | `37.3%` |
| Ys async rst share | `0%` |
| DR vias/cell | `5.68` |
| Deepest clock path buffer count | `2` |
| FMAX | `0.289 GHz` |
| # hold bufs at CTS | `0` |
| Netlist cell types | `51` |
| Synth area leader | `dfxtp_1` |
| RSZ-0062 raised after global routing | `false` |
| Number of cells in Yosys stat | `324` |
| Setup TNS Final | `0 ns` |
| Worst path slowest cell | `clkdlybuf4s50_1` |
| Max incr delay on CP | `0.52 ns` |
| Clock Sinks | `33` |
| GP Congestion | `0.889` |
| Crit-path cells | `nor4_1 -> nand4_1 -> nor4_2 -> clkdlybuf4s50_1` |
| Final core utilization | `66.5%` |
| GRT Residual Overflow | `0` |
| Worst-margin pin slew | `0.936 ns` |
| Mapped Area | `2620 µm²` |
| Share of layout cells above drive strength 1 | `13.7%` |
| Critical path class | `flip-flop to output pin` |
| DPL Wire Length | `4900 µm` |
| Setup WS pre-CTS | `4.26 ns` |
| Placed cell areas | `3160 µm²` |
| Main synth FF type | `dfxtp_1` |
| Syn_area_per_cell | `8.08 µm²` |
| First-pass GRT wire length | `11400 µm` |
| Initial antenna violation count | `0` |
| Registers, synthesis | `33` |
| Final Power | `1.35 mW` |
| Root buf cell | `clkbuf_8` |
| Endpoints failing setup | `0` |
| Core Region | `4880 µm²` |
| Max-slew violation count | `0` |
| CP endpoint kind | `output pin` |
| Run status | `finished clean` |
| CP arrival | `1.96 ns` |
| Worst setup margin | `4.04 ns` |
| Detailed Route Iter0 Violations | `193` |
| Non-Filler Instances | `438` |
| Synth Seq Share | `25.2%` |
| Fill count | `458` |
| Maxcap violations | `0` |
| Top-area cell share | `25.2%` |
| Init Core Util | `53.7%` |
| Setup crit start kind | `flip-flop` |
| Critical Path RT | `6.00 ns` |
| Final worst-path cycle share | `46.1%` |
| GRT Total Usage | `27.3%` |
| WHS | `0.519 ns` |
| Flip-flops with a built-in enable | `0` |
| Post-Layout Inst Area | `3240 µm²` |
| Max FO, Critical Path | `4` |
| Final Skew | `0.00861 ns` |
| Logic gate share of total power | `69.5%` |
| Yosys Chip Area | `2620 µm²` |
| Post-CTS Setup Repair Bufs | `0` |
| Worst hold path class | `flip-flop to flip-flop` |
| Drt first pass iters | `4` |
| Total Wirelength | `6800 µm` |
| Pwr dens | `416 nW/µm²` |
| # port buffers | `52` |
| YS warnings | `1` |
| H-tree depth | `2` |
| CTS Buf Count | `5` |
| IR drop worst, VDD | `0.000199 V` |
| Synth cell count leaders | `39 x a21oi_1, 39 x nor2_1, 33 x dfxtp_1` |
| # DRC | `0` |
| Reg2reg start | `b[0]` |
| CTS clock-pin slew for the worst setup and hold paths | `0.07 ns` |
| Top area cell types | `dfxtp_1 25%, a211oi_2 8.1%, ha_1 7.6%` |
| Num rows | `25` |
| Placed cell count | `430` |
| Final Hold Vio Count | `0` |
| DR WL/cell | `15.5 µm` |
| Via count | `2486` |
| Cells after synthesis | `324` |
| Hold_sp | `a[0]` |
| CTS tree | `built` |
| Tool Warnings | `26` |
| Largest net degree at the start of global routing | `37` |
| Post-layout minimum cycle time | `3.46 ns` |
| Seq. cell area | `661 µm²` |
| Critical path launch point | `b[1]` |
| DRT antenna net count | `0` |
| I/O pin cnt | `53` |
| Late-Pin Clk Latency | `0.28 ns` |
| Die H | `74.4 µm` |
| Leakage power total | `1.26 nW` |
| Switching Share | `48.4%` |
| Comb area | `1770 µm²` |
| Die ar. | `5530 µm²` |
| Synth-to-layout area growth | `23.8%` |
| # diodes | `0` |
| Vias in the first global route | `2303` |
| Clk pwr share | `9.8%` |
| Post-CTS sizing | `0` |
==> critical path: cells and delay by family (launching register included) <==
kind,cells,cell delay [ns]
and+or+nand+nor,3,0.82
buffers and inverters,1,0.52
DFF,1,0.35
==> layer usage <==
layer / global-route usage (%) / part of all wire [%]
met5: 0 / 0
met4: 2.31 / 1.0
met3: 3.02 / 5.4
met2: 42.4 / 44
met1: 43.0 / 49
==> flip-flops by register name, summed over array words and instances (netlist names) <==
name / count
a: 16
b: 16
busy: 1
==> cell type report <==
cell class,count,area share (%)
Clock buffer,6,2.24
Clock inverter,2,0.309
Inverter,20,2.31
Multi-Input combinational cell,251,54.5
Sequential cell,33,20.4
Tap cell,67,2.58
Timing Repair Buffer,59,17.7
==> path summary, 6_finish.rpt <==
check	endpoint	cells past startpoint	slack, ns
max	io_out_valid	4	4.04
min	b[0]	2	0.52
max reg2reg	a[11]	11	4.46
min reg2reg	b[0]	2	0.52
==> power groups by stage <==
stage         sequential, mW  combinational [mW]  clock (mW)
CTS                    0.279               0.933       0.136
global route           0.288                1.04       0.143
finish                 0.279               0.937       0.132
==> placed cells by master, fill, tap and decap left out, drive strengths merged, types with 3 or more instances in the layout <==
cell           Yosys  layout
nor3              10      10
nor4               3       3
xnor2              5       5
nor2b              5       5
nand4              5       5
mux2i              8       8
a31oi              5       5
buf               12       7
xor2               7       7
nor2              40      40
clkdlybuf4s50      0      52
nand2             19      19
ha                16      16
clkbuf             8       6
o21ai             21      21
a41oi              3       3
a21o               4       4
o21a               4       4
a211oi            24      24
inv               20      20
a21oi             43      43
dfxtp             33      33
mux2               7       7
==> kinds of logic after synthesis <==
group	count (synthesis)	share of synthesized area [%]
buffers and inverters	40	7.36
multiplexers	15	6.07
adder cells (fa/ha/maj)	17	8.41
flip-flops	33	25.2
XOR/XNOR	12	4.01
AND-OR/OR-AND	113	31.1
AND/OR/NAND/NOR	94	17.9
Power is estimated from default activity; no workload was simulated.
